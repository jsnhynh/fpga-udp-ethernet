===== flow/config.mk =====
export PLATFORM = sky130hd
export DESIGN_NAME = trader_top
export DESIGN_NICKNAME = trader_top
export VERILOG_FILES = /design/flow/design.v
export SDC_FILE = /design/flow/constraint.sdc
export NUM_CORES = 4
export LEC_CHECK = 1
export CORE_UTILIZATION = 40

===== flow/constraint.sdc =====
current_design trader_top

set clk_period 18.2
set clk_io_pct 0.2

create_clock -name clk0 -period $clk_period [get_ports {clk}]

set non_clock_inputs [all_inputs -no_clocks]
set_input_delay [expr $clk_period * $clk_io_pct] -clock clk0 $non_clock_inputs
set_output_delay [expr $clk_period * $clk_io_pct] -clock clk0 [all_outputs]

===== flow/design.v =====
module dsp_trader (
    input  wire        clk,
    input  wire        rst,
    input  wire [15:0] price_in,
    input  wire        price_valid,
    output reg  [31:0] trade_word,
    output reg         trade_valid
);
    reg signed [31:0] ema_short = 0;
    reg signed [31:0] ema_long  = 0;
    reg signed [31:0] diff      = 0;
    reg signed [31:0] prev_diff = 0;
    reg signed [31:0] next_short;
    reg signed [31:0] next_long;
    reg [7:0] warmup_cnt; 
    localparam THRESHOLD = 32'd65536; 
    always @(posedge clk) begin
        if (rst) begin
            ema_short   <= 0;
            ema_long    <= 0;
            diff        <= 0;
            prev_diff   <= 0;
            trade_valid <= 0;
            warmup_cnt  <= 0;
        end else begin
            trade_valid <= 0;  
            if (price_valid) begin
                if (warmup_cnt < 200) begin
                    if (warmup_cnt == 0) begin
                         ema_short <= {price_in, 16'd0};
                         ema_long  <= {price_in, 16'd0};
                    end else begin
                        ema_short <= ema_short + (({price_in, 16'd0} - ema_short) >>> 3);
                        ema_long  <= ema_long  + (({price_in, 16'd0} - ema_long)  >>> 6);
                    end
                    warmup_cnt <= warmup_cnt + 1;
                end 
                else begin
                    next_short = ema_short + (({price_in, 16'd0} - ema_short) >>> 3);
                    next_long  = ema_long  + (({price_in, 16'd0} - ema_long)  >>> 6);
                    ema_short <= next_short;
                    ema_long  <= next_long;
                    prev_diff <= diff;
                    diff      <= next_short - next_long;
                    if ((prev_diff < THRESHOLD) && (diff >= THRESHOLD)) begin
                        trade_word  <= {1'b1, 15'd50, price_in};  
                        trade_valid <= 1;
                    end
                    else if ((prev_diff > -THRESHOLD) && (diff <= -THRESHOLD)) begin
                        trade_word  <= {1'b0, 15'd50, price_in};  
                        trade_valid <= 1;
                    end
                end
            end
        end
    end
endmodule
`timescale 1ns / 1ps
module market_gen #(
    parameter CLK_DIV = 100000  
) (
    input  wire        clk,
    input  wire        rst,
    output reg  [15:0] price,
    output reg         valid
);
    reg [31:0] lfsr = 32'hABCDE123;
    reg [31:0] clk_cnt = 0;
    integer tmp;
    initial price = 16'd1000;
    wire lsb = lfsr[0];
    wire signed [7:0] delta = (lfsr[3:0] % 8);
    wire signed [8:0] signed_delta = lsb ? delta : -delta;
    always @(posedge clk) begin
        if (rst) begin
            lfsr <= 32'hABCDE123;
            price <= 16'd1000;
            clk_cnt <= 0;
            valid <= 0;
        end else begin
            if (clk_cnt >= (CLK_DIV-1)) begin
                clk_cnt <= 0;
                valid <= 1;
                lfsr <= {lfsr[30:0], lfsr[31] ^ lfsr[21] ^ lfsr[1] ^ lfsr[0]};
                tmp = $signed({1'b0, price}) + $signed(signed_delta);
                if (tmp < 100) tmp = 100;
                if (tmp > 60000) tmp = 60000;
                price <= tmp[15:0];
            end else begin
                clk_cnt <= clk_cnt + 1;
                valid <= 0;
            end
        end
    end
endmodule
module trader_top(
    input wire clk,
    input wire rst_n, 
    output reg [31:0] axis_tdata,
    output reg        axis_tvalid,
    output reg        axis_tlast,   
    input  wire       axis_tready
);
    wire [15:0] raw_price;
    wire        price_valid;
    wire [31:0] trade_data;
    wire        trade_pulse;
    wire        rst = ~rst_n;
    market_gen mkt (.clk(clk), .rst(rst), .price(raw_price), .valid(price_valid));
    dsp_trader trd (.clk(clk), .rst(rst), .price_in(raw_price), .price_valid(price_valid), .trade_word(trade_data), .trade_valid(trade_pulse));
    always @(posedge clk) begin
        if (rst) begin
            axis_tvalid <= 0; axis_tlast <= 0; axis_tdata <= 0;
        end else begin
            axis_tvalid <= 0; axis_tlast <= 0;
            if (trade_pulse && axis_tready) begin
                axis_tdata  <= trade_data;
                axis_tvalid <= 1; 
                axis_tlast  <= 1;  
            end
        end
    end
endmodule

===== flow/run.sh =====
#!/bin/bash
# OpenROAD 26Q1-2900-gdf79404cd8, Yosys 0.63+post, stock flow scripts
make -C /OpenROAD-flow-scripts/flow DESIGN_CONFIG=/design/flow/config.mk WORK_HOME=/design/flow/orfs finish

==> impl_metrics.env <==
# implementation run metrics
export IMPL_cts_resized_gates=0
export IMPL_fmax_mhz=147.4
export IMPL_final_common_cell="nand2_1"
export IMPL_cts_buffer_depth=3
export IMPL_final_layout_top_logic_cells="nand2_1 (285), dfxtp_1 (237), a21oi_1 (206), nor2_1 (187), ha_1 (136)"
export IMPL_cts_buffers=29
export IMPL_gp_congestion=0.9218
export IMPL_drt_total_wl_mm=41.41
export IMPL_edf_count=17
export IMPL_htree_num_levels=1
export IMPL_async_reset_ff_share_pct=0
export IMPL_status="complete, no violations"
export IMPL_hold_viol_final=0
export IMPL_slew_headroom_pct=49.09
export IMPL_dp_worst_setup_slack_ns=11.43
export IMPL_syn2layout_area_growth_pct=10.33
export IMPL_finalClockPeriodUsage_pct=37.27
export IMPL_setup_viol=0
export IMPL_clk_insertion_delay_late_ns=0.57
export IMPL_cts_tree="yes"
export IMPL_core_area_um2=40100
export IMPL_grt_first_pass_wirelength_mm=68.61
export IMPL_ys_ff=254
export IMPL_fillerInstances=3906
export IMPL_cpMaxStageDelayCell="nor4_1"
export IMPL_cp_data_required_time_ns=18.65
export IMPL_grt_pass1_vias=13173
export IMPL_ys_types=83
export IMPL_ant_nets=0
export IMPL_post_cts_buffers=0
export IMPL_dr_pass1_iters=5
export IMPL_antenna_found_initial=0
export IMPL_vias=14209
export IMPL_yosys_warnings=3
export IMPL_diodes=0
export IMPL_critPathLaunchType="flop"
export IMPL_grt_max_degree=70
export IMPL_cts_sinks=254
export IMPL_critPathArrivalTime_ns=7.23
export IMPL_cp_end_kind="flop"
export IMPL_rsz0062_at_grt="no"
export IMPL_drv_cap=0
export IMPL_ctsHoldBuffers=0
export IMPL_clock_skew_ns=0.02517
export IMPL_ioPinCount=37
export IMPL_grt_ovfl_total=0
export IMPL_slew_violations=0
export IMPL_regArea_um2=5255
export IMPL_drcViolationCount=0
export IMPL_fp_util_pct=40.89
export IMPL_first_iter_violations=844
export IMPL_crit_fanout=6
export IMPL_hold_worst_slack_ns=0.4491
export IMPL_rows=73
export IMPL_die_width_um=204.5
export IMPL_cts_root_buf="clkbuf_16"
export IMPL_tightest_slew_ns=0.7602
export IMPL_cpPeakStageDelay_ns=0.58
export IMPL_die_h_um=204.5
export IMPL_min_period_ns=6.782
export IMPL_ys_flop_type="dfxtp_1"
export IMPL_netlist_area_um2=16390
export IMPL_setup_ws_ns=11.42
export IMPL_yosysSeqAreaShare_pct=32.05
export IMPL_cp_top_family="AND-OR/OR-AND gates"
export IMPL_viasPerCell=5.467
export IMPL_hp_class="reg -> reg"
export IMPL_worstSetupPathType="reg -> reg"
export IMPL_layout_drive_gt1_share_pct=5.159
export IMPL_ys_cells=2057
export IMPL_hpwl_mm=30.23
export IMPL_portBuffers=24
export IMPL_routedWlPerCell_um=15.93
export IMPL_clkTransAtPathRegs_ns=0.06
export IMPL_tns_ns=0
export IMPL_syn_avg_cell_area_um2=7.970
export IMPL_chipArea_um2=41800
export IMPL_logic_area_um2=10560
export IMPL_yosysChipArea_um2=16390
export IMPL_warnings=27
export IMPL_track_usage_pct=20.86
export IMPL_crit_buf_inv=0
export IMPL_syn_inst=2057
## cell type report
type                            count  share of cell area (%)
Inverter                           68                   1.425
Tap cell                          525                   3.631
Multi-Input combinational cell   1658                   58.38
Sequential cell                   254                   29.05
Clock buffer                       46                   4.973
Clock inverter                      8                  0.5741
Timing Repair Buffer               40                   1.964
## cells in the mapped netlist (8+ instances only)
master	instances	area, um^2
o21ai_0	73	365.4
nor2_1	188	705.7
dfxtp_1	237	4745
and3_1	22	137.6
xor2_1	59	516.8
a211oi_1	18	135.1
and2_1	18	112.6
buf_1	8	30.03
nand2_1	285	1070
o31ai_1	8	60.06
nor3_1	41	205.2
a31oi_1	28	175.2
nand3_1	58	290.3
o211ai_1	16	120.1
a22oi_1	16	120.1
inv_1	66	247.7
a221o_1	9	90.09
or3_1	12	75.07
o21a_1	31	232.7
nand4_1	39	244.0
nand2b_1	21	131.4
clkbuf_1	74	277.8
o21bai_1	16	120.1
edfxtp_1	17	510.5
or2_2	8	50.05
nor4_1	31	193.9
a21o_1	59	442.9
or4_1	8	60.06
nor2b_1	11	68.82
ha_1	136	1702
buf_4	15	112.6
a21oi_1	206	1031
xnor2_1	94	823.3
## layer usage
metal	vias to the layer above	wire, um	global-route usage (%)
li1	7345	-	-
met1	6568	21210	32.79
met2	254	17590	31.33
met3	42	1927	2.948
met4	0	677	3.412
met5	-	0	0
## per-stage QoR
step	std cells	util (%)	area [um^2]
global route	2599	45.11	18090
detailed placement	2545	42.61	17090
global placement	2545	42.61	17090
floorplan	2083	-	16490
CTS	2599	45.11	18090
finish	2599	45.11	18090
## registers in the layout (all words and copies together), names as in the netlist
name / flops
mkt.clk_cnt: 32
mkt.lfsr: 32
trd.diff: 32
trd.ema_long: 32
trd.ema_short: 32
trd.prev_diff: 32
axis_tdata: 18
trd.trade_word: 17
mkt.price: 16
trd.warmup_cnt: 8
axis_tlast: 1
mkt.valid: 1
trd.trade_valid: 1
## worst paths after layout
kind	from	end	cells past startpoint	slack, ns
worst max-delay path	trd.ema_long[0]$_SDFFE_PN0P_	trd.diff[29]$_SDFFE_PN0P_	25	11.42
worst min-delay path	mkt.lfsr[28]$_SDFFE_PN0P_	mkt.lfsr[28]$_SDFFE_PN0P_	2	0.45
worst max register to register	trd.ema_long[0]$_SDFFE_PN0P_	trd.diff[29]$_SDFFE_PN0P_	25	11.42
worst min register to register	mkt.lfsr[28]$_SDFFE_PN0P_	mkt.lfsr[28]$_SDFFE_PN0P_	2	0.45
## worst reg2reg max path, stage by stage, from the launching register on
cell and delay (ns):
dfxtp_1 0.32, nor4_1 0.47, nand4b_1 0.27, nor4_1 0.58, a21oi_1 0.19, o22ai_1 0.38
o21a_1 0.21, nor2_1 0.06, ha_1 0.35, and3_1 0.24, a221o_1 0.36, a21o_1 0.18
o21ai_0 0.48, nand2_1 0.21, a21o_1 0.22, a21oi_1 0.17, xor2_1 0.31, ha_1 0.34
o21a_1 0.19, o21a_1 0.19, o21ai_0 0.14, nor2_1 0.09, a2111oi_0 0.40, nor3_1 0.12
xnor2_1 0.14, o21ai_0 0.08
## kinds of logic after synthesis
family,synth area share [%]
and+or+nand+nor,22.10
other,0.02287
muxes,0.5648
xor gates and xnor gates,8.174
DFF,32.05
adders and majority gates,10.87
buffers and inverters,4.304
AOI/OAI and AO/OA,21.91
